--- flow/design.v ---
`timescale 1ns / 1ps
module buffer_c1_weight#(
	parameter				WD  = 8,
	parameter				NW  = 25,
	parameter				NUM = 6
)(
	input	wire			i_sclk,
	input	wire			i_rstn,
	input   wire[WD-1:0]    c1_weight_data,
        input   wire            c1_weight_en,
	output	wire[NUM-1:0]	o_w_en,
	output	wire[WD-1:0]	o_w1,
	output	wire[WD-1:0]	o_w2,
	output	wire[WD-1:0]	o_w3,
	output	wire[WD-1:0]	o_w4,
	output	wire[WD-1:0]	o_w5,
	output	wire[WD-1:0]	o_w6,
	output	wire[4:0]		o_w_addr
);
parameter	PARA_NUM = NW*NUM;
reg [NUM-1:0]		rd_en_s;
reg [4:0]			cnt_nw;
reg                 c1_weight_en_a;
reg                 c1_weight_en_b;
reg [WD-1:0]        c1_weight_data_a;
reg [WD-1:0]        c1_weight_data_b;
always@(posedge i_sclk)
begin
c1_weight_en_a <= c1_weight_en;
c1_weight_en_b <= c1_weight_en_a;
c1_weight_data_a <= c1_weight_data;
c1_weight_data_b <= c1_weight_data_a;
end
always@(posedge i_sclk)
	if(!i_rstn)				
	  rd_en_s <= 'd0;
	else 
	begin
	  if(c1_weight_en_a)	
	    begin
		  if(rd_en_s == 'd0)
		    rd_en_s <= 'd1;
		  else
		    begin
	          if(cnt_nw==NW-1)	
		        rd_en_s <= rd_en_s<<1;
		    end    
	    end
	   else
	     begin
	       if(cnt_nw==NW-1)
		     rd_en_s <= 'd0;
		   else
		     rd_en_s <= rd_en_s;
		 end
    end
always @(posedge i_sclk)
  if(!i_rstn)
    cnt_nw <= 'd0;
  else
  begin
	if(c1_weight_en_b)
	begin
		if(cnt_nw==NW-1)	cnt_nw <= 'd0;
		else				cnt_nw <= cnt_nw + 'd1;
	end
	else					
	  begin
	    if(cnt_nw==NW-1)
	      cnt_nw <= 'd0;
		else
		  cnt_nw <= cnt_nw;
	  end
  end  
assign o_w_en = rd_en_s;
assign o_w1 = rd_en_s[0] ? c1_weight_data_b:'d0;
assign o_w2 = rd_en_s[1] ? c1_weight_data_b:'d0;
assign o_w3 = rd_en_s[2] ? c1_weight_data_b:'d0;
assign o_w4 = rd_en_s[3] ? c1_weight_data_b:'d0;
assign o_w5 = rd_en_s[4] ? c1_weight_data_b:'d0;
assign o_w6 = rd_en_s[5] ? c1_weight_data_b:'d0;
assign o_w_addr = cnt_nw;
endmodule
--- flow/run.sh ---
#!/bin/bash
# OpenROAD 26Q1-2900-gdf79404cd8, Yosys 0.63+post, stock flow scripts
make -C /OpenROAD-flow-scripts/flow DESIGN_CONFIG=/design/flow/config.mk WORK_HOME=/design/flow/orfs finish
--- flow/config.mk ---
export PLATFORM = sky130hd
export DESIGN_NAME = buffer_c1_weight
export DESIGN_NICKNAME = buffer_c1_weight
export VERILOG_FILES = /design/flow/design.v
export SDC_FILE = /design/flow/constraint.sdc
export NUM_CORES = 4
export LEC_CHECK = 1
export CORE_AREA = 10 10 101 101
export DIE_AREA = 0 0 111 111
--- flow/constraint.sdc ---
current_design buffer_c1_weight

set clk_period 2.1
set clk_io_pct 0.2

create_clock -name clk0 -period $clk_period [get_ports {i_sclk}]

set non_clock_inputs [all_inputs -no_clocks]
set_input_delay [expr $clk_period * $clk_io_pct] -clock clk0 $non_clock_inputs
set_output_delay [expr $clk_period * $clk_io_pct] -clock clk0 [all_outputs]
==> impl_metrics.env <==
# yosys + openroad results
export IMPL_status="finished, final reports clean"
export IMPL_die_h_um=111
export IMPL_cts_reportedPaths_clkPinSlew_ps=60
export IMPL_worst_hold_path_cell_count=0
export IMPL_grt_first_pass_wirelength_um=6260
export IMPL_floorplan_core_area_um2=8130
export IMPL_detailedRoute_firstPassIterationCount=4
export IMPL_drc=0
export IMPL_timing_critical_path_buf_inv=1
export IMPL_die_area_um2=12300
export IMPL_fp_util_pct=14.2
export IMPL_finalHoldViolations=0
export IMPL_period_used_pct=93.9
export IMPL_period_minus_slack_ps=1970
export IMPL_yosys_stat_seqShare_pct=50.2
export IMPL_grt_use_total_pct=6.32
export IMPL_cp_end_kind="output pin"
export IMPL_drv_slew=0
export IMPL_number_of_buffers_added_by_the_clock_tree_synthesis_step=5
export IMPL_initial_antenna_violation_count=0
export IMPL_r2r_end="cnt_nw[1]"
export IMPL_post_drt_wl_per_cell_um=13.5
export IMPL_first_iter_violations=27
export IMPL_floorplan_die_width_um=111
export IMPL_dp_final_hpwl_um=3100
export IMPL_cts_tree="done"
export IMPL_finClkSkew_ps=6.89
export IMPL_timing_final_setup_violations=0
export IMPL_max_slew_margin_pct=69.8
export IMPL_grt_overflow=0
export IMPL_rsz0062_at_grt="false"
export IMPL_routed_wl_met3_um=518
export IMPL_routed_via_density=3.50
export IMPL_yosysUniqueCellTypes=20
export IMPL_gpl_final_weighted_congestion=0.758
export IMPL_cts_sinks=29
export IMPL_worstHoldStart="c1_weight_data_a[2]"
export IMPL_worst_r2r_cell_count=5
export IMPL_wl_met1_um=1570
export IMPL_post_route_util_pct=25.5
export IMPL_cts_buffer_depth=2
export IMPL_worstHoldPathType="flop to flop"
export IMPL_synthesis_instances=125
export IMPL_drtAntennaViolNets=0
export IMPL_design_portCount=70
export IMPL_post_cts_resize_count=0
export IMPL_wl_um=4060
export IMPL_number_of_global_route_vias_before_repair=1047
export IMPL_p_leak_nw=0.764
export IMPL_synth_seq_cells=29
export IMPL_synth_yosys_warnings=1
export IMPL_critical_path_required_ps=1680
export IMPL_cp_max_fo=12
export IMPL_pre_cts_slack_ps=379
export IMPL_dr_wl_met2_um=1890
export IMPL_drv_max_cap_violation_count=0
export IMPL_postCtsSetupBuffers=0
export IMPL_setup_ws_ps=127
export IMPL_clock_tree_root_cell="sky130_fd_sc_hd__clkbuf_8"
export IMPL_reg2reg_slack_ps=670
export IMPL_diodes=0
export IMPL_portBuffers=69
export IMPL_ys_chip_area_um2=1160
export IMPL_maxClockFrequency_mhz=507
export IMPL_clock_tree_htree_level_count=2
export IMPL_summed_negative_setup_slack_over_all_endpoints_ps=0
export IMPL_vias=1054
export IMPL_cell_total_in_the_yosys_stat_output=125
export IMPL_critical_path_slowest_cell="sky130_fd_sc_hd__dfxtp_1"
export IMPL_clock_insertion_delay_worst_skew_ps=280
export IMPL_log_warning_count=26
export IMPL_nature_of_the_critical_path_startpoint="flop"
export IMPL_floorplan_rows=33
export IMPL_hold_buffers=0
export IMPL_maximum_number_of_pins_on_one_net_before_global_route_repair=13
export IMPL_top_layer="met4"
export IMPL_timing_critical_path_depth=2
export IMPL_worstPathArrival_ps=1550
export IMPL_worst_slew_pin_transition_ps=453
export IMPL_worstPathCellList="and2_1 -> clkdlybuf4s50_1"
export IMPL_power_per_cell_area_nw_per_um2=620
export IMPL_critical_path_reg2reg_startpoint="cnt_nw[0]"
export IMPL_syn_cell_area_um2=1160
export IMPL_layout_drive_gt1_share_pct=4.59
export IMPL_totalPowerFinal_w=0.00129
export IMPL_worst_path_largest_cell_delay_ps=600
export IMPL_vdd_drop_max_mv=0.258
export IMPL_syn_area_per_cell_um2=9.26
export IMPL_crit_family="flip-flops"
export IMPL_worst_hold_path_endpoint="c1_weight_data_b[2]"
export IMPL_kind_of_critical_path="flop to output pin"
export IMPL_area_growth_pct=79.2
==> flip-flops by register name, indices dropped and copies added, names as in the netlist <==
name / cells
rd_en_s: 6
c1_weight_data_b: 8
c1_weight_en_b: 1
cnt_nw: 5
c1_weight_data_a: 8
c1_weight_en_a: 1
==> cells by family after synthesis <==
kind of cell               synth area share [%]
buffers and inverters                      2.59
AOI/OAI and AO/OA                          3.89
and+or+nand+nor                            38.2
xor gates and xnor gates                   3.03
DFF                                        50.2
adders and majority gates                  2.16
==> Yosys cell counts <==
cell | count | area, um^2
sky130_fd_sc_hd__nand3_1 | 9 | 45.0
sky130_fd_sc_hd__and4b_4 | 1 | 13.8
sky130_fd_sc_hd__xnor2_1 | 1 | 8.76
sky130_fd_sc_hd__nand4b_1 | 1 | 8.76
sky130_fd_sc_hd__nor4b_1 | 1 | 8.76
sky130_fd_sc_hd__a21boi_0 | 3 | 22.5
sky130_fd_sc_hd__a21oi_1 | 1 | 5.00
sky130_fd_sc_hd__o21ai_0 | 2 | 10.0
sky130_fd_sc_hd__inv_1 | 2 | 7.51
sky130_fd_sc_hd__clkbuf_1 | 6 | 22.5
sky130_fd_sc_hd__a21boi_1 | 1 | 7.51
sky130_fd_sc_hd__nor3_1 | 1 | 5.00
sky130_fd_sc_hd__nand2_1 | 7 | 26.3
sky130_fd_sc_hd__nor2_1 | 4 | 15.0
sky130_fd_sc_hd__dfxtp_1 | 29 | 581
sky130_fd_sc_hd__nand4_1 | 2 | 12.5
sky130_fd_sc_hd__or3_1 | 1 | 6.26
sky130_fd_sc_hd__ha_1 | 2 | 25.0
sky130_fd_sc_hd__and2_1 | 48 | 300
sky130_fd_sc_hd__xor2_1 | 3 | 26.3
==> routing by layer <==
metal / up-vias / GRT usage (%)
li1: 539 / -
met1: 454 / 7.10
met2: 54 / 10.7
met3: 7 / 3.17
met4: 0 / 1.04
met5: - / 0
==> worst reg2reg max path, stage by stage (launching register included) <==
cell	delay, ps
sky130_fd_sc_hd__dfxtp_1	410
sky130_fd_sc_hd__inv_1	70
sky130_fd_sc_hd__ha_1	210
sky130_fd_sc_hd__and4b_4	230
sky130_fd_sc_hd__or3_1	300
sky130_fd_sc_hd__a21boi_1	140
==> power breakdown <==
| group | internal, W | switching (W) | total (W) |
|---|---|---|---|
| Sequential | 0.000575 | 0.0000274 | 0.000603 |
| Combinational | 0.0000608 | 0.0000209 | 0.0000816 |
| Clock | 0.000386 | 0.000216 | 0.000602 |
==> layout by cell type, fill, tap and decap left out, drive strengths merged <==
cell / count
xor2: 3
clkdlybuf4s50: 69
and2: 48
or3: 1
nor2: 4
nand3: 9
bufinv: 1
nand4b: 1
nor4b: 1
nand2: 7
nor3: 1
nand4: 2
and4b: 1
ha: 2
clkbuf: 7
xnor2: 1
a21oi: 1
a21boi: 4
inv: 2
o21ai: 2
dfxtp: 29
==> through the flow <==
step / area, um^2 / cells / hold WS, ps
detailed placement: 1960 / 293 / 312
finish: 2070 / 301 / 326
CTS: 2070 / 301 / 327
global placement: 1960 / 293 / 310
global route: 2070 / 301 / 332
floorplan: 1160 / 125 / 310
==> final cells by class <==
type                    instances  area [um^2]
clock buffers                   7         86.3
clock inverters                 1         30.0
fillers                       853         6060
inverters                       2         7.51
multi-input cells              88          547
flip-flops and latches         29          582
well taps                     105          131
repair buffers                 69          691
==> worst max-delay path by stage <==
| stage | end | from | slack [ps] |
|---|---|---|---|
| 5_1_grt | o_w5[6] | rd_en_s[4] | 9 |
| 6_report | o_w2[1] | rd_en_s[1] | 130 |
| 4_1_cts | o_w4[7] | rd_en_s[3] | 60 |
Power is estimated from default activity; no workload was simulated.

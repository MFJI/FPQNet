File: design/flow/config.mk
export PLATFORM = sky130hd
export DESIGN_NAME = buffer_c3_weight
export DESIGN_NICKNAME = buffer_c3_weight
export VERILOG_FILES = /design/flow/design.v
export SDC_FILE = /design/flow/constraint.sdc
export NUM_CORES = 4
export LEC_CHECK = 1
export CORE_AREA = 10 10 340 340
export DIE_AREA = 0 0 350 350
File: design/flow/constraint.sdc
current_design buffer_c3_weight

set clk_period 7.9
set clk_io_pct 0.2

create_clock -name clk0 -period $clk_period [get_ports {i_sclk}]

set non_clock_inputs [all_inputs -no_clocks]
set_input_delay [expr $clk_period * $clk_io_pct] -clock clk0 $non_clock_inputs
set_output_delay [expr $clk_period * $clk_io_pct] -clock clk0 [all_outputs]
File: design/flow/design.v
`timescale 1ns / 1ps
module buffer_c3_weight#(
	parameter				WD  = 8,
	parameter				NW  = 25,
	parameter				GP  = 6,
	parameter				NUM = 16
)(
	input	wire			i_sclk,
	input	wire			i_rstn,
	input   wire[WD-1:0]    c3_weight_data,
        input   wire            c3_weight_en,
	output	wire[GP-1:0]	o_w_en_1,
	output	wire[WD-1:0]	o_w1_1,
	output	wire[WD-1:0]	o_w1_2,
	output	wire[WD-1:0]	o_w1_3,
	output	wire[WD-1:0]	o_w1_4,
	output	wire[WD-1:0]	o_w1_5,
	output	wire[WD-1:0]	o_w1_6,
	output	wire[GP-1:0]	o_w_en_2,
	output	wire[WD-1:0]	o_w2_1,
	output	wire[WD-1:0]	o_w2_2,
	output	wire[WD-1:0]	o_w2_3,
	output	wire[WD-1:0]	o_w2_4,
	output	wire[WD-1:0]	o_w2_5,
	output	wire[WD-1:0]	o_w2_6,
	output	wire[GP-1:0]	o_w_en_3,
	output	wire[WD-1:0]	o_w3_1,
	output	wire[WD-1:0]	o_w3_2,
	output	wire[WD-1:0]	o_w3_3,
	output	wire[WD-1:0]	o_w3_4,
	output	wire[WD-1:0]	o_w3_5,
	output	wire[WD-1:0]	o_w3_6,
	output	wire[GP-1:0]	o_w_en_4,
	output	wire[WD-1:0]	o_w4_1,
	output	wire[WD-1:0]	o_w4_2,
	output	wire[WD-1:0]	o_w4_3,
	output	wire[WD-1:0]	o_w4_4,
	output	wire[WD-1:0]	o_w4_5,
	output	wire[WD-1:0]	o_w4_6,
	output	wire[GP-1:0]	o_w_en_5,
	output	wire[WD-1:0]	o_w5_1,
	output	wire[WD-1:0]	o_w5_2,
	output	wire[WD-1:0]	o_w5_3,
	output	wire[WD-1:0]	o_w5_4,
	output	wire[WD-1:0]	o_w5_5,
	output	wire[WD-1:0]	o_w5_6,
	output	wire[GP-1:0]	o_w_en_6,
	output	wire[WD-1:0]	o_w6_1,
	output	wire[WD-1:0]	o_w6_2,
	output	wire[WD-1:0]	o_w6_3,
	output	wire[WD-1:0]	o_w6_4,
	output	wire[WD-1:0]	o_w6_5,
	output	wire[WD-1:0]	o_w6_6,
	output	wire[GP-1:0]	o_w_en_7,
	output	wire[WD-1:0]	o_w7_1,
	output	wire[WD-1:0]	o_w7_2,
	output	wire[WD-1:0]	o_w7_3,
	output	wire[WD-1:0]	o_w7_4,
	output	wire[WD-1:0]	o_w7_5,
	output	wire[WD-1:0]	o_w7_6,
	output	wire[GP-1:0]	o_w_en_8,
	output	wire[WD-1:0]	o_w8_1,
	output	wire[WD-1:0]	o_w8_2,
	output	wire[WD-1:0]	o_w8_3,
	output	wire[WD-1:0]	o_w8_4,
	output	wire[WD-1:0]	o_w8_5,
	output	wire[WD-1:0]	o_w8_6,
	output	wire[GP-1:0]	o_w_en_9,
	output	wire[WD-1:0]	o_w9_1,
	output	wire[WD-1:0]	o_w9_2,
	output	wire[WD-1:0]	o_w9_3,
	output	wire[WD-1:0]	o_w9_4,
	output	wire[WD-1:0]	o_w9_5,
	output	wire[WD-1:0]	o_w9_6,
	output	wire[GP-1:0]	o_w_en_10,
	output	wire[WD-1:0]	o_w10_1,
	output	wire[WD-1:0]	o_w10_2,
	output	wire[WD-1:0]	o_w10_3,
	output	wire[WD-1:0]	o_w10_4,
	output	wire[WD-1:0]	o_w10_5,
	output	wire[WD-1:0]	o_w10_6,
	output	wire[GP-1:0]	o_w_en_11,
	output	wire[WD-1:0]	o_w11_1,
	output	wire[WD-1:0]	o_w11_2,
	output	wire[WD-1:0]	o_w11_3,
	output	wire[WD-1:0]	o_w11_4,
	output	wire[WD-1:0]	o_w11_5,
	output	wire[WD-1:0]	o_w11_6,
	output	wire[GP-1:0]	o_w_en_12,
	output	wire[WD-1:0]	o_w12_1,
	output	wire[WD-1:0]	o_w12_2,
	output	wire[WD-1:0]	o_w12_3,
	output	wire[WD-1:0]	o_w12_4,
	output	wire[WD-1:0]	o_w12_5,
	output	wire[WD-1:0]	o_w12_6,
	output	wire[GP-1:0]	o_w_en_13,
	output	wire[WD-1:0]	o_w13_1,
	output	wire[WD-1:0]	o_w13_2,
	output	wire[WD-1:0]	o_w13_3,
	output	wire[WD-1:0]	o_w13_4,
	output	wire[WD-1:0]	o_w13_5,
	output	wire[WD-1:0]	o_w13_6,
	output	wire[GP-1:0]	o_w_en_14,
	output	wire[WD-1:0]	o_w14_1,
	output	wire[WD-1:0]	o_w14_2,
	output	wire[WD-1:0]	o_w14_3,
	output	wire[WD-1:0]	o_w14_4,
	output	wire[WD-1:0]	o_w14_5,
	output	wire[WD-1:0]	o_w14_6,
	output	wire[GP-1:0]	o_w_en_15,
	output	wire[WD-1:0]	o_w15_1,
	output	wire[WD-1:0]	o_w15_2,
	output	wire[WD-1:0]	o_w15_3,
	output	wire[WD-1:0]	o_w15_4,
	output	wire[WD-1:0]	o_w15_5,
	output	wire[WD-1:0]	o_w15_6,
	output	wire[GP-1:0]	o_w_en_16,
	output	wire[WD-1:0]	o_w16_1,
	output	wire[WD-1:0]	o_w16_2,
	output	wire[WD-1:0]	o_w16_3,
	output	wire[WD-1:0]	o_w16_4,
	output	wire[WD-1:0]	o_w16_5,
	output	wire[WD-1:0]	o_w16_6,
	output	wire[4:0]		o_w_addr
);
parameter	PARA_NUM = NW*GP*NUM;
reg [4:0]		cnt_nw;
reg [GP-1:0]	        cnt_gp;
reg [7:0]		cnt_num;
always @(posedge i_sclk)
  if(!i_rstn)
    cnt_nw <= 'd0;
  else
    begin
	  if(c3_weight_en)
	    begin
		  if(cnt_nw==NW-1)	cnt_nw <= 'd0;
		  else				cnt_nw <= cnt_nw + 'd1;
	    end
	  else
        begin	  
          if(cnt_nw==NW-1)	cnt_nw <= 'd0;
		  else				cnt_nw <= cnt_nw;	  
	    end
    end  
always @(posedge i_sclk)
    if(!i_rstn)
	  cnt_gp <= 'd1;
	else
	begin
	  if(c3_weight_en)
	    begin
		  if(cnt_nw==NW-1)
		    begin
			    if(cnt_gp[GP-1])	cnt_gp <= 'd1;
			    else				cnt_gp <= cnt_gp<<1;
		    end
	    end
	else
      begin
	    if(cnt_nw==NW-1 && cnt_gp[GP-1])
		  cnt_gp <= 'd1;
	    else
	      cnt_gp <= cnt_gp;
	  end
    end
always @(posedge i_sclk)
  if(!i_rstn)
    cnt_num <= 'd1;
  else
  begin
	if(c3_weight_en)
	begin
		if(cnt_nw==NW-1&&cnt_gp[GP-1])
		begin
			if(cnt_num==NUM)	cnt_num <= 'd1;
			else				cnt_num <= cnt_num + 'd1;
		end
	end
	else
    begin
      if(cnt_nw==NW-1&&cnt_gp[GP-1]&&cnt_num==NUM)	
	    cnt_num <= 'd1;
	  else
	    cnt_num <= cnt_num;
	end
  end
assign o_w_addr = cnt_nw;
assign o_w_en_1  = c3_weight_en&&cnt_num==1  ? cnt_gp:'d0;
assign o_w_en_2  = c3_weight_en&&cnt_num==2  ? cnt_gp:'d0;
assign o_w_en_3  = c3_weight_en&&cnt_num==3  ? cnt_gp:'d0;
assign o_w_en_4  = c3_weight_en&&cnt_num==4  ? cnt_gp:'d0;
assign o_w_en_5  = c3_weight_en&&cnt_num==5  ? cnt_gp:'d0;
assign o_w_en_6  = c3_weight_en&&cnt_num==6  ? cnt_gp:'d0;
assign o_w_en_7  = c3_weight_en&&cnt_num==7  ? cnt_gp:'d0;
assign o_w_en_8  = c3_weight_en&&cnt_num==8  ? cnt_gp:'d0;
assign o_w_en_9  = c3_weight_en&&cnt_num==9  ? cnt_gp:'d0;
assign o_w_en_10 = c3_weight_en&&cnt_num==10 ? cnt_gp:'d0;
assign o_w_en_11 = c3_weight_en&&cnt_num==11 ? cnt_gp:'d0;
assign o_w_en_12 = c3_weight_en&&cnt_num==12 ? cnt_gp:'d0;
assign o_w_en_13 = c3_weight_en&&cnt_num==13 ? cnt_gp:'d0;
assign o_w_en_14 = c3_weight_en&&cnt_num==14 ? cnt_gp:'d0;
assign o_w_en_15 = c3_weight_en&&cnt_num==15 ? cnt_gp:'d0;
assign o_w_en_16 = c3_weight_en&&cnt_num==16 ? cnt_gp:'d0;
assign o_w1_1  = cnt_gp[0]&&cnt_num==1 ? c3_weight_data:'d0;
assign o_w1_2  = cnt_gp[1]&&cnt_num==1 ? c3_weight_data:'d0;
assign o_w1_3  = cnt_gp[2]&&cnt_num==1 ? c3_weight_data:'d0;
assign o_w1_4  = cnt_gp[3]&&cnt_num==1 ? c3_weight_data:'d0;
assign o_w1_5  = cnt_gp[4]&&cnt_num==1 ? c3_weight_data:'d0;
assign o_w1_6  = cnt_gp[5]&&cnt_num==1 ? c3_weight_data:'d0;
assign o_w2_1  = cnt_gp[0]&&cnt_num==2 ? c3_weight_data:'d0;
assign o_w2_2  = cnt_gp[1]&&cnt_num==2 ? c3_weight_data:'d0;
assign o_w2_3  = cnt_gp[2]&&cnt_num==2 ? c3_weight_data:'d0;
assign o_w2_4  = cnt_gp[3]&&cnt_num==2 ? c3_weight_data:'d0;
assign o_w2_5  = cnt_gp[4]&&cnt_num==2 ? c3_weight_data:'d0;
assign o_w2_6  = cnt_gp[5]&&cnt_num==2 ? c3_weight_data:'d0;
assign o_w3_1  = cnt_gp[0]&&cnt_num==3 ? c3_weight_data:'d0;
assign o_w3_2  = cnt_gp[1]&&cnt_num==3 ? c3_weight_data:'d0;
assign o_w3_3  = cnt_gp[2]&&cnt_num==3 ? c3_weight_data:'d0;
assign o_w3_4  = cnt_gp[3]&&cnt_num==3 ? c3_weight_data:'d0;
assign o_w3_5  = cnt_gp[4]&&cnt_num==3 ? c3_weight_data:'d0;
assign o_w3_6  = cnt_gp[5]&&cnt_num==3 ? c3_weight_data:'d0;
assign o_w4_1  = cnt_gp[0]&&cnt_num==4 ? c3_weight_data:'d0;
assign o_w4_2  = cnt_gp[1]&&cnt_num==4 ? c3_weight_data:'d0;
assign o_w4_3  = cnt_gp[2]&&cnt_num==4 ? c3_weight_data:'d0;
assign o_w4_4  = cnt_gp[3]&&cnt_num==4 ? c3_weight_data:'d0;
assign o_w4_5  = cnt_gp[4]&&cnt_num==4 ? c3_weight_data:'d0;
assign o_w4_6  = cnt_gp[5]&&cnt_num==4 ? c3_weight_data:'d0;
assign o_w5_1  = cnt_gp[0]&&cnt_num==5 ? c3_weight_data:'d0;
assign o_w5_2  = cnt_gp[1]&&cnt_num==5 ? c3_weight_data:'d0;
assign o_w5_3  = cnt_gp[2]&&cnt_num==5 ? c3_weight_data:'d0;
assign o_w5_4  = cnt_gp[3]&&cnt_num==5 ? c3_weight_data:'d0;
assign o_w5_5  = cnt_gp[4]&&cnt_num==5 ? c3_weight_data:'d0;
assign o_w5_6  = cnt_gp[5]&&cnt_num==5 ? c3_weight_data:'d0;
assign o_w6_1  = cnt_gp[0]&&cnt_num==6 ? c3_weight_data:'d0;
assign o_w6_2  = cnt_gp[1]&&cnt_num==6 ? c3_weight_data:'d0;
assign o_w6_3  = cnt_gp[2]&&cnt_num==6 ? c3_weight_data:'d0;
assign o_w6_4  = cnt_gp[3]&&cnt_num==6 ? c3_weight_data:'d0;
assign o_w6_5  = cnt_gp[4]&&cnt_num==6 ? c3_weight_data:'d0;
assign o_w6_6  = cnt_gp[5]&&cnt_num==6 ? c3_weight_data:'d0;
assign o_w7_1  = cnt_gp[0]&&cnt_num==7 ? c3_weight_data:'d0;
assign o_w7_2  = cnt_gp[1]&&cnt_num==7 ? c3_weight_data:'d0;
assign o_w7_3  = cnt_gp[2]&&cnt_num==7 ? c3_weight_data:'d0;
assign o_w7_4  = cnt_gp[3]&&cnt_num==7 ? c3_weight_data:'d0;
assign o_w7_5  = cnt_gp[4]&&cnt_num==7 ? c3_weight_data:'d0;
assign o_w7_6  = cnt_gp[5]&&cnt_num==7 ? c3_weight_data:'d0;
assign o_w8_1  = cnt_gp[0]&&cnt_num==8 ? c3_weight_data:'d0;
assign o_w8_2  = cnt_gp[1]&&cnt_num==8 ? c3_weight_data:'d0;
assign o_w8_3  = cnt_gp[2]&&cnt_num==8 ? c3_weight_data:'d0;
assign o_w8_4  = cnt_gp[3]&&cnt_num==8 ? c3_weight_data:'d0;
assign o_w8_5  = cnt_gp[4]&&cnt_num==8 ? c3_weight_data:'d0;
assign o_w8_6  = cnt_gp[5]&&cnt_num==8 ? c3_weight_data:'d0;
assign o_w9_1  = cnt_gp[0]&&cnt_num==9 ? c3_weight_data:'d0;
assign o_w9_2  = cnt_gp[1]&&cnt_num==9 ? c3_weight_data:'d0;
assign o_w9_3  = cnt_gp[2]&&cnt_num==9 ? c3_weight_data:'d0;
assign o_w9_4  = cnt_gp[3]&&cnt_num==9 ? c3_weight_data:'d0;
assign o_w9_5  = cnt_gp[4]&&cnt_num==9 ? c3_weight_data:'d0;
assign o_w9_6  = cnt_gp[5]&&cnt_num==9 ? c3_weight_data:'d0;
assign o_w10_1 = cnt_gp[0]&&cnt_num==10 ? c3_weight_data:'d0;
assign o_w10_2 = cnt_gp[1]&&cnt_num==10 ? c3_weight_data:'d0;
assign o_w10_3 = cnt_gp[2]&&cnt_num==10 ? c3_weight_data:'d0;
assign o_w10_4 = cnt_gp[3]&&cnt_num==10 ? c3_weight_data:'d0;
assign o_w10_5 = cnt_gp[4]&&cnt_num==10 ? c3_weight_data:'d0;
assign o_w10_6 = cnt_gp[5]&&cnt_num==10 ? c3_weight_data:'d0;
assign o_w11_1 = cnt_gp[0]&&cnt_num==11 ? c3_weight_data:'d0;
assign o_w11_2 = cnt_gp[1]&&cnt_num==11 ? c3_weight_data:'d0;
assign o_w11_3 = cnt_gp[2]&&cnt_num==11 ? c3_weight_data:'d0;
assign o_w11_4 = cnt_gp[3]&&cnt_num==11 ? c3_weight_data:'d0;
assign o_w11_5 = cnt_gp[4]&&cnt_num==11 ? c3_weight_data:'d0;
assign o_w11_6 = cnt_gp[5]&&cnt_num==11 ? c3_weight_data:'d0;
assign o_w12_1 = cnt_gp[0]&&cnt_num==12 ? c3_weight_data:'d0;
assign o_w12_2 = cnt_gp[1]&&cnt_num==12 ? c3_weight_data:'d0;
assign o_w12_3 = cnt_gp[2]&&cnt_num==12 ? c3_weight_data:'d0;
assign o_w12_4 = cnt_gp[3]&&cnt_num==12 ? c3_weight_data:'d0;
assign o_w12_5 = cnt_gp[4]&&cnt_num==12 ? c3_weight_data:'d0;
assign o_w12_6 = cnt_gp[5]&&cnt_num==12 ? c3_weight_data:'d0;
assign o_w13_1 = cnt_gp[0]&&cnt_num==13 ? c3_weight_data:'d0;
assign o_w13_2 = cnt_gp[1]&&cnt_num==13 ? c3_weight_data:'d0;
assign o_w13_3 = cnt_gp[2]&&cnt_num==13 ? c3_weight_data:'d0;
assign o_w13_4 = cnt_gp[3]&&cnt_num==13 ? c3_weight_data:'d0;
assign o_w13_5 = cnt_gp[4]&&cnt_num==13 ? c3_weight_data:'d0;
assign o_w13_6 = cnt_gp[5]&&cnt_num==13 ? c3_weight_data:'d0;
assign o_w14_1 = cnt_gp[0]&&cnt_num==14 ? c3_weight_data:'d0;
assign o_w14_2 = cnt_gp[1]&&cnt_num==14 ? c3_weight_data:'d0;
assign o_w14_3 = cnt_gp[2]&&cnt_num==14 ? c3_weight_data:'d0;
assign o_w14_4 = cnt_gp[3]&&cnt_num==14 ? c3_weight_data:'d0;
assign o_w14_5 = cnt_gp[4]&&cnt_num==14 ? c3_weight_data:'d0;
assign o_w14_6 = cnt_gp[5]&&cnt_num==14 ? c3_weight_data:'d0;
assign o_w15_1 = cnt_gp[0]&&cnt_num==15 ? c3_weight_data:'d0;
assign o_w15_2 = cnt_gp[1]&&cnt_num==15 ? c3_weight_data:'d0;
assign o_w15_3 = cnt_gp[2]&&cnt_num==15 ? c3_weight_data:'d0;
assign o_w15_4 = cnt_gp[3]&&cnt_num==15 ? c3_weight_data:'d0;
assign o_w15_5 = cnt_gp[4]&&cnt_num==15 ? c3_weight_data:'d0;
assign o_w15_6 = cnt_gp[5]&&cnt_num==15 ? c3_weight_data:'d0;
assign o_w16_1 = cnt_gp[0]&&cnt_num==16 ? c3_weight_data:'d0;
assign o_w16_2 = cnt_gp[1]&&cnt_num==16 ? c3_weight_data:'d0;
assign o_w16_3 = cnt_gp[2]&&cnt_num==16 ? c3_weight_data:'d0;
assign o_w16_4 = cnt_gp[3]&&cnt_num==16 ? c3_weight_data:'d0;
assign o_w16_5 = cnt_gp[4]&&cnt_num==16 ? c3_weight_data:'d0;
assign o_w16_6 = cnt_gp[5]&&cnt_num==16 ? c3_weight_data:'d0;
endmodule
File: design/flow/run.sh
#!/bin/bash
# OpenROAD 26Q1-2900-gdf79404cd8, Yosys 0.63+post, stock flow scripts
make -C /OpenROAD-flow-scripts/flow DESIGN_CONFIG=/design/flow/config.mk WORK_HOME=/design/flow/orfs finish
==> out/results.ini <==
[synthesis]
area_leaders = and2_1 (65%), nor2_4 (9.2%), clkbuf_1 (5.0%), dfxtp_1 (4.8%), and3_1 (4.4%)
avgSynthCellArea_um2 = 6.477
edf_count = 0
synth_seq_share_pct = 4.845
syn_area_um2 = 7850
synth_flops = 19
synth_chip_area_um2 = 7850
yosys_warnings = 1
yosysTopAreaCell = and2_1
synth-async-reset-ratio_pct = 0
common_cells = and2_1 (813), clkbuf_1 (105), nor2_4 (64)
flop_cell = dfxtp_1
ys_cells = 1212
postSynthCellCount = 1212
synth.distinct_cells = 40
yosys.cell_count.top_type = and2_1
top_area_share_pct = 64.79

[run_status]
status = completed

[clock_tree]
cts_hold_buffers = 0
cts_num_sinks = 19
clkSlewWorstSetupHoldPaths_ns = 0.05
cts_tree = yes
cts_root_buf = clkbuf_16
clock_latency_ns = 0.25
htreeDepth = 1
post_cts_buffers = 0
clk_path_buf_depth = 2
cts-buffers-inserted = 3
ctsResizeCount = 0

[timing]
holdWs_ns = 0.5360
fin_setup_tns_ns = 0
fin_crit_sh_pct = 64.19
tightest_slew_ns = 1.198
relSlewSlack_pct = 19.86
fmax_mhz = 197.2
setup_viol = 0
finalWorstSetupSlack_ns = 2.829
slew_viol_final = 0
fin_crit_ns = 5.071
rsz0062_at_grt = false
finalHoldViolCount = 0
finalClockSkew_ns = 0.003939

[global_route]
grt_max_degree = 73
grt_util_met2_pct = 21.17
grt_pass1_wl_mm = 100.4
grt_pass1_vias = 11070
busiest_layer = met2
gr-total-overflow = 0
grtUsageMet3_pct = 3.310
antenna_found_initial = 25
grtUsageTotal_pct = 11.83
grt_use_met1_pct = 13.97

[routing]
wl_mm = 76.96
wl_per_cell_um = 22.25
vias = 11120
drtAntennaViolNets = 0
avgViaCountPerCell = 3.216
drt_pre_antenna_iters = 5
drc = 0
detail_route.iter0.violations = 580

[setup_path]
critPathMostFrequentCell = buf_4
crit_chain = buf_4, buf_4, and2_1, clkdlybuf4s50_1
cp.arrival_ns = 3.49
startpoint_type = primary input
slowest_delay_ns = 0.68
path_class = in2out
slowest_stage = buf_4
cp_data_required_time_ns = 6.32
cpLargestDelayFamily = buffers and inverters
crit_fanout = 72
critPathBufInv = 3
cp-end-kind = output port

[final_layout]
utilization_pct = 16.90
fillers = 12210
ff_latch_area_um2 = 380.4
area_delta_synth_final_pct = 133.7
drive_gt1_share_pct = 6.508
final_cell_count_no_fill = 3458
fin_area_um2 = 18350
logic_area_um2 = 6973

[pwr]
powerDensity_nw_per_um2 = 16.67
pwr-share-comb_pct = 34.3
p_clk_share_pct = 33.6
switching_power_mw = 0.1228
p_int_mw = 0.1829
ir_worst_vdd_uv = 57.23
power_mw = 0.3057
pwr-share-seq_pct = 32.2
netSwitchingFraction_pct = 40.17
p_leak_nw = 6.474

[placed_design]
place_inst = 3423
io_buffers = 879
dpl_cell_area_um2 = 18190
preCtsSetupSlack_ns = 2.805
routabilityCongestion = 0.7898
hpwlAfterDp_mm = 63.81

[floorplan]
die_w_um = 350
core_area_um2 = 108600
fp_util_pct = 7.232
dieArea_um2 = 122500
boundaryPins = 880
core.rowCount = 121
die_h_um = 350

[hold_path]
hold_path_class = reg2reg

[flow_run]
maxCapViolCount = 0
log.warning_count = 29

-- final timing paths --
check / endpoint / slack, ns / from / depth (start not counted)
hold reg to reg: cnt_nw[4] / 0.54 / cnt_nw[4] / 2
setup reg to reg: cnt_num[7] / 5.74 / cnt_nw[0] / 6
setup / recovery: o_w_en_14[3] / 2.83 / c3_weight_en / 4
hold / removal: cnt_nw[4] / 0.54 / cnt_nw[4] / 2
-- metal layers --
layer / wire length (µm) / up-vias
li1: - / 5331
met1: 29400 / 5103
met2: 39030 / 629
met3: 7042 / 56
met4: 1470 / 2
met5: 7 / -
-- worst min-delay path, delay by kind of cell, from the launching register on --
kind,cells,cell delay [ns]
DFF,1,0.36
xor gates and xnor gates,1,0.07
and+or+nand+nor,1,0.07
-- sequential cells by signal, summed over array words and instances (netlist names) --
signal and flops:
cnt_num 8, cnt_gp 6, cnt_nw 5
-- logic make-up after synthesis --
family,Yosys count,share of synthesized area [%]
compound gates,25,2.184
xor+xnor,4,0.4464
fa+ha+maj,6,0.9563
buf+inv,124,6.631
flops,19,4.845
mux,2,0.2710
simple gates,1032,84.67
-- cell usage in the layout, fill, tap and decap left out, drive strengths merged, types with 3 or more instances in the layout --
master	instances
a21oi	8
and2	813
and3	55
buf	44
clkbuf	3
clkdlybuf4s50	870
dfxtp	19
diode	31
ha	6
inv	7
nand2	39
nand2b	3
nand3	3
nand4	7
nor2	95
nor2b	7
o22ai	5
o31ai	3
or4	4
xor2	3
-- cell type report --
| type | count | area share, % |
|---|---|---|
| diodes | 31 | 0.4229 |
| clock buffers | 3 | 0.4092 |
| clock inverters | 1 | 0.02728 |
| inverters | 7 | 0.1432 |
| multi-input cells | 1069 | 38.01 |
| flip-flops and latches | 19 | 2.073 |
| well taps | 1414 | 9.644 |
| repair buffers | 914 | 49.27 |
-- power by group through the flow --
stage         Clock (mW)  Combinational (mW)  Sequential, mW
CTS                0.106               0.105          0.0984
global route       0.110               0.112          0.0985
finish             0.103               0.105          0.0984
Power figures rest on the tool's default switching activity, not on a simulated workload.

### flow/config.mk
export PLATFORM = sky130hd
export DESIGN_NAME = dataconvert
export DESIGN_NICKNAME = dataconvert
export VERILOG_FILES = /design/flow/design.v
export SDC_FILE = /design/flow/constraint.sdc
export NUM_CORES = 4
export LEC_CHECK = 1
export CORE_UTILIZATION = 50
### flow/constraint.sdc
current_design dataconvert

set clk_period 3.9
set clk_io_pct 0.2

create_clock -name clk0 -period $clk_period [get_ports {clk}]

set non_clock_inputs [all_inputs -no_clocks]
set_input_delay [expr $clk_period * $clk_io_pct] -clock clk0 $non_clock_inputs
set_output_delay [expr $clk_period * $clk_io_pct] -clock clk0 [all_outputs]
### flow/design.v
module dataconvert#(
	parameter				WD  = 8
)(
  input wire clk,
  input wire rstn,
  input wire in_valid,
  output reg in_ready,
  input wire[WD-1:0] in_data,
  output reg[WD-1:0] c1_weight_data,
  output reg c1_weight_en,
  output reg[WD-1:0] c1_bias_data,
  output reg c1_bias_en,
  output reg[WD-1:0] c3_weight_data,
  output reg c3_weight_en,
  output reg[WD-1:0] c3_bias_data,
  output reg c3_bias_en,
  output reg[WD-1:0] f5_weight_data,
  output reg f5_weight_en,
  output reg[WD-1:0] f5_bias_data,
  output reg f5_bias_en,
  output reg[WD-1:0] f6_weight_data,
  output reg f6_weight_en,
  output reg[WD-1:0] f6_bias_data,
  output reg f6_bias_en,
  output reg[WD-1:0] f7_weight_data,
  output reg f7_weight_en,
  output reg[WD-1:0] f7_bias_data,
  output reg f7_bias_en,
  output reg[WD-1:0] test_data,
  output reg test_en,
  input  wire test_ready 
);
  reg[18:0] count; 
  always @(posedge clk)
    if(!rstn)
	  count <= 1;
	else
	begin
	  if(in_valid && in_ready)
	    count <= count + 1;
	  else
	    count <= count;
	end
always @(posedge clk)
  if(!rstn)
    in_ready <= 0;
  else
    if(count > 0 && count < 44426)
      in_ready <= 1;
    else
      in_ready <= test_ready;
always @(posedge clk)
if(rstn && in_valid && in_ready && count>0 && count<151)
  c1_weight_data <= in_data;
else
  c1_weight_data <= 0;
always @(posedge clk)
if(rstn && in_valid && in_ready && count>0 && count<151)
  c1_weight_en <= 1;
else
  c1_weight_en <= 0;
always @(posedge clk)
if(rstn && in_valid && in_ready && count>150 && count<157)
  c1_bias_data <= in_data;
else
  c1_bias_data <= 0;
always @(posedge clk)
if(rstn && in_valid && in_ready && count>150 && count<157)
  c1_bias_en <= 1;
else
  c1_bias_en <= 0;
always @(posedge clk)
if(rstn && in_valid && in_ready && count>156 && count<2557)
  c3_weight_data <= in_data;
else
  c3_weight_data <= 0;
always @(posedge clk)
if(rstn && in_valid && in_ready && count>156 && count<2557)
  c3_weight_en <= 1;
else
  c3_weight_en <= 0;
always @(posedge clk)
if(rstn && in_valid && in_ready && count>2556 && count<2573)
  c3_bias_data <= in_data;
else
  c3_bias_data <= 0;
always @(posedge clk)
if(rstn && in_valid && in_ready && count>2556 && count<2573)
  c3_bias_en <= 1;
else
  c3_bias_en <= 0;
always @(posedge clk)
if(rstn && in_valid && in_ready && count>2572 && count<33293)
  f5_weight_data <= in_data;
else
  f5_weight_data <= 0;
always @(posedge clk)
if(rstn && in_valid && in_ready && count>2572 && count<33293)
  f5_weight_en <= 1;
else
  f5_weight_en <= 0;
always @(posedge clk)
if(rstn && in_valid && in_ready && count>33292  && count<33413)
  f5_bias_data <= in_data;
else
  f5_bias_data <= 0;
always @(posedge clk)
if(rstn && in_valid && in_ready && count>33292  && count<33413)
  f5_bias_en <= 1;
else
  f5_bias_en <= 0;
always @(posedge clk)
if(rstn && in_valid && in_ready && count>33412  && count<43493)
  f6_weight_data <= in_data;
else
  f6_weight_data <= 0;
always @(posedge clk)
if(rstn && in_valid && in_ready && count>33412  && count<43493)
  f6_weight_en <= 1;
else
  f6_weight_en <= 0;
always @(posedge clk)
if(rstn && in_valid && in_ready && count>43492  && count<43577)
  f6_bias_data <= in_data;
else
  f6_bias_data <= 0;
always @(posedge clk)
if(rstn && in_valid && in_ready && count>43492  && count<43577)
  f6_bias_en <= 1;
else
  f6_bias_en <= 0;  
always @(posedge clk)
if(rstn && in_valid && in_ready && count>43576  && count<44417)
  f7_weight_data <= in_data;
else
  f7_weight_data <= 0;
always @(posedge clk)
if(rstn && in_valid && in_ready && count>43576  && count<44417)
  f7_weight_en <= 1;
else
  f7_weight_en <= 0;
always @(posedge clk)
if(rstn && in_valid && in_ready && count>44416  && count<44427)
  f7_bias_data <= in_data;
else
  f7_bias_data <= 0;
always @(posedge clk)
if(rstn && in_valid && in_ready && count>44416  && count<44427)
  f7_bias_en <= 1;
else
  f7_bias_en <= 0;  
always @(posedge clk)
if(rstn && in_valid && in_ready && count> 44426)
  test_data <= in_data;
else
  test_data <= 0;
always @(posedge clk)
if(rstn && in_valid && count> 44426 )
  test_en <= 1;
else
  test_en <= 0;  
endmodule
### flow/run.sh
#!/bin/bash
# OpenROAD 26Q1-2900-gdf79404cd8, Yosys 0.63+post, stock flow scripts
make -C /OpenROAD-flow-scripts/flow DESIGN_CONFIG=/design/flow/config.mk WORK_HOME=/design/flow/orfs finish
==> results.txt <==
Synthesis and PnR results.

- The clock transition time at the flip-flop clock pins of the worst setup and hold paths is 0.06 ns.
- The total internal power reads ~0.0024 W.
- The number of antenna violations at the first check in global routing was 0.
- The routed length on met3 is approximately 850 um.
- Post-synthesis, Yosys gives the total cell area as roughly 4500 um2.
- The worst hold path endpoint is count[1].
- The number of stages on the worst hold path is 2.
- After floorplanning, the core was divided into 34 placement rows.
- The number of violations reported at the end of detailed-routing iteration 0 reads around 160.
- The total routing resource utilization after global routing reads 0.295.
- The overflow left after global routing is 0.
- The final weighted congestion of routability-driven global placement is approximately 0.97.
- The switching portion of total power comes to 0.206.
- The routed design has 13100 um of wire.
- The start point of the worst hold path reads in_ready.
- The combinational family with the most area after synthesis is simple AND/OR/NAND/NOR gates.
- The routed layout has around 3900 vias.
- The iteration count of the initial detailed-routing pass reads 5.
- The area growth from synthesis to layout reads 39.9%.
- The number of max-cap violations is 0.
- The static leakage power reads around 2.4 nW.
- The worst path in the final design needs a cycle of 3.03 ns, including I/O delays and setup.
- The sort of element at the end of the critical path is a flop.
- Setup repair after global routing left no endpoint under its margin.
- The data arrival at the endpoint of the critical path reads around 3.4 ns.
- The non-filler instance count after layout is 688.
- The share of synthesized cell area in and, or, nand and nor gates is 0.318.
- The number of library cell types mapped by synthesis reads roughly 56.
- The mean post-synth cell area is around 9.7 um2.
- The critical path data required time reads between 4 and 5 ns.
- The dominant cell by count in the synthesized netlist reads dfxtp_1.
- The xor/xnor cell area share of the yosys netlist is 0.0312.
- The destination of the worst register-to-register timing path reads c1_weight_data[3].
- The fmax is 330 MHz.
- The largest buffer count on any clock path reads 2.
- Looking at the reg2reg group, the worst path starts from count[9].
- Sorting the Yosys area breakdown by cell type puts at the top dfxtp_1.
- The number of buffer cells added on primary ports is between 100 and 150.
- The clock latency on the worst-skew pair reads between 0.4 and 0.5 ns.
- The yosys warning tally is 1.
- The die outline area reads 9370 um2.
- Across the VDD grid, the largest voltage drop is around 300 uV.
- The clock buffer count from CTS is 17.
- The fraction of the cycle the final worst path needs reads 0.776.
- The number of global-route vias before repair reads approximately 3700.
- The share of Yosys cell area claimed by the top area cell type reads 0.530.
- The number of warnings in the stage logs reads 27.
- For this design the total switching power over the nets is between 0.0006 and 0.0007 W.
- The final layout report lists a filler cell count of ~570.
- The detailed router used layers up to and including met4.
- The placed cell count reads approximately 660.
- The first-pass GRT wire length reads ~21000 um.
- Once the clock tree was built, the resizer swapped 0 gates to a different size.
- The post-CTS setup-driven buffer insertion count is 0.
- Ranked by total cell area, the synthesized netlist is headed by dfxtp_1, and2_1, and3_1.
- The wire length on met1 reads about 5900 um.
- The share of total power dissipated in combinational logic is 0.029.
- The worst-case register-to-register setup slack reads between 0.8 and 0.9 ns.
- The share of layout cells above drive strength 1 is 0.0845.
- The horizontal die dimension reported for this design is 96.8 um.
- The peak fanout along the critical path is 21.
- The routed design ends up with an antenna cell count of 0.
- The final number of max-transition violations reads 0.
- Dividing total power by cell area gives a power density of ~470 nW/um2.
- The run finished with clean final reports.
- The residual DRC count reads 0.
- The clock network fraction of total power is 0.556.
- The number of buffers inserted by hold repair at cts is 0.
- In the detailed route, the total length drawn on met2 is around 6000 um.
- The post-synthesis adder-cell area fraction is 0.00557.
- The vertical die dimension reads just under 100 um.
- For the pin with the worst max-slew slack, the measured transition is 1.14 ns.
- The mux cell area share after synthesis is 0.
- The standard cell core area is approximately 8700 um2.
- The clock tree root driver cell reads clkbuf_8.
- The average wire per cell in the routed design reads 19.0 um.
- The estimated wirelength of the detail-placed design reads around 8700 um.
- The part of the Yosys area used for sequential elements is 0.530.
- The critical setup path kind reads reg2reg.
- The final timing report lists a hold violation count of 0.
- Dividing the detail-routed via count by the number of cells gives 5.65.
- The number of cells on the worst reg-to-reg path is 4.
- The fraction of registers with async set/reset is 0.
- The total negative slack for setup checks reads 0 ns.
- The mapped cell area reads ~4500 um2.
- The number of setup violations in the final report is 0.
- The number of antenna-violating nets in the routed design reads 0.
- Sorting the synthesized cells by how often they occur yields dfxtp_1, and2_1, nand2_1.
- The number of cells produced by synthesis reads ~460.
- The cell total in the yosys stat output is between 400 and 500.
- Setup slack on the critical path of the routed design comes to just under 0.9 ns.
- The area share of and-or/or-and cells after synthesis reads 0.0807.
- The number of levels the H-tree was split into reads 4.
- The tightest slew margin relative to the limit reads 0.233.
- The floorplan step records an initial core utilization of 0.515.
- TritonCTS built the clock tree.
- The sort of element at the start of the critical path is a flop.
- The most used flip-flop cell reads dfxtp_1.
- According to the I/O placement log, the pin count is about 110.
- For the final database, setup skew stands at about 0.0086 ns.
- The min-delay analysis places its worst path in the category reg2reg.
- The share of total power dissipated in sequential elements is 0.415.
- The worst setup slack before clock tree synthesis reads roughly 0.87 ns.
- The largest net degree at the start of global routing reads 22.
- The number of clock sinks came to around 120.
- The count of library flops with an enable pin reads 0.
- The flip-flop and latch count after synthesis reads 119.
-- cell type report --
cell class | count | area, um2 | area share
clock buffer | 17 | 414 | 0.0659
clock inverter | 14 | 224 | 0.0356
inverter | 7 | 26.3 | 0.00418
multi-input combinational | 307 | 1960 | 0.311
sequential | 119 | 2380 | 0.379
tap | 108 | 135 | 0.0215
timing repair buffer | 116 | 1150 | 0.183
-- metal layers --
layer	track usage	vias up
li1	-	1836
met1	0.461	1855
met2	0.442	173
met3	0.0596	24
met4	0.0631	0
met5	0	-
-- worst max path at each step --
stage,start,endpoint,slack [ns],depth (start not counted)
final,count[9],c1_weight_data[3],0.87,4
after CTS,count[9],c1_weight_data[4],0.94,4
after global routing,count[9],c1_weight_data[3],0.57,4
-- metrics by stage --
step / total power [W] / instance area (um2) / hold WS (ns) / util
floorplan: 0.00130 / 4500 / 0.512 / -
detailed placement: 0.00135 / 5650 / 0.576 / 0.648
finish: 0.00298 / 6290 / 0.584 / 0.721
CTS: 0.00299 / 6290 / 0.582 / 0.721
global placement: 0.00135 / 5650 / 0.583 / 0.648
global route: 0.00307 / 6290 / 0.604 / 0.721
-- sequential cells by signal, indices dropped and copies added, names as in the netlist, 8 cells and up --
signal	count
c3_bias_data	8
count	19
f6_weight_data	8
f7_weight_data	8
c1_weight_data	8
f6_bias_data	8
c3_weight_data	8
test_data	8
f5_bias_data	8
f5_weight_data	8
f7_bias_data	8
c1_bias_data	8
-- worst max-delay path, stage by stage (launching register included) --
cell     delay [ns]
dfxtp_1        0.53
or4_1          0.55
nor3_1         0.89
o21ai_0        0.56
and4_1         0.36
-- cells by family (layout without fill, tap and decap cells) --
family | Yosys count | count (layout)
AOI/OAI and AO/OA | 44 | 44
xor gates and xnor gates | 16 | 16
adders and majority gates | 2 | 2
buffers and inverters | 37 | 154
DFF | 119 | 119
and+or+nand+nor | 245 | 245
-- cells in the final DEF (no fill, tap or decap), types with 4 or more instances in the layout --
cell,n
nor4_1,7
and2_1,58
clkbuf_16,16
and3_1,27
or3_1,6
clkinv_4,5
inv_1,7
nand4_1,9
nor2_1,31
buf_4,5
or4_1,4
nor3_1,9
nand3_1,15
clkdlybuf4s50_1,111
nand2_1,40
dfxtp_1,119
o21ai_0,11
bufinv_16,5
xnor2_1,13
a21boi_0,4
and4_1,18
-- power by group through the flow --
stage     clock (W)  combinational (W)  sequential [W]
5_1_grt     0.00174          0.0000933         0.00124
6_report    0.00166          0.0000865         0.00124
4_1_cts     0.00167          0.0000852         0.00124
Power and IR drop assume default switching activity.
